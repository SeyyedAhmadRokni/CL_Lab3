==> ./design.v <==
module DDS(clk, rst, phase_cntrl, out);
    input clk, rst;
    input [1:0] phase_cntrl;
    output reg [7:0] out;
    always @(posedge clk, posedge rst) begin
        if (rst) begin
            out = 8'b0;
        end
        else begin
            out = out + phase_cntrl;
        end 
    end
endmodule
==> ./run.sh <==
#!/bin/bash
# OpenROAD 26Q1-2900-gdf79404cd8, Yosys 0.63+post, stock flow scripts
make -C /OpenROAD-flow-scripts/flow DESIGN_CONFIG=/design/flow/config.mk WORK_HOME=/design/flow/orfs finish
==> ./config.mk <==
export PLATFORM = sky130hd
export DESIGN_NAME = DDS
export DESIGN_NICKNAME = DDS
export VERILOG_FILES = /design/flow/design.v
export SDC_FILE = /design/flow/constraint.sdc
export NUM_CORES = 4
export LEC_CHECK = 1
export CORE_AREA = 10 10 70 70
export DIE_AREA = 0 0 80 80
==> ./constraint.sdc <==
current_design DDS

set clk_period 1.7
set clk_io_pct 0.2

create_clock -name clk0 -period $clk_period [get_ports {clk}]

set non_clock_inputs [all_inputs -no_clocks]
set_input_delay [expr $clk_period * $clk_io_pct] -clock clk0 $non_clock_inputs
set_output_delay [expr $clk_period * $clk_io_pct] -clock clk0 [all_outputs]
==> results.yml <==
# physical design summary
outcome:
  status: "completed"
job:
  cap_violations: 0
  openroad.warnings: 25
clock_tree:
  clock.latency.late_pin_ns: 0.25
  holdBufCountCts: 0
  cts_root_buf: "clkbuf_4"
  numCtsBuffers: 3
  postCtsSetupBuffers: 0
  cts_sinks: 8
  cts_tree: "done"
  clk_pin_slew_ns: 0.05
  htree_num_levels: 1
  cts_max_path_buffers: 2
floorplan:
  die_h_um: 80
  die_x_um: 80
  die-area_um2: 6400
  std_cell_rows: 21
  coreArea_um2: 3420
  ios: 12
  fp_util_pct: 10.6
layout:
  area_growth_pct: 59.5
  finish.utilization_pct: 16.9
  mostFrequentLayoutCell: "clkdlybuf4s50_1"
  final_cell_mix: "10 x clkdlybuf4s50_1, 8 x dfrtp_1, 5 x inv_1, 5 x xnor2_1, 3 x clkbuf_4"
  drive_gt1_share_pct: 17.8
  stdcell_count: 91
  fillers: 377
  largest_reg_flops: 8
logic_synthesis:
  yosysWarningCount: 1
  syn_area_um2: 362
  synth.avg_cell_area_um2: 12.1
  yosys_area_um2: 362
  synthDistinctLibCells: 10
  yosys.stat.seqShare_pct: 55.4
  ys.flops: 8
  synthCells: 30
  yosys-stat-cells: 30
routing:
  wl_per_cell_um: 8.62
  drtPass1Iterations: 2
  wl_met3_um: 114
  vias_per_cell: 2.81
  wl_met2_um: 368
  top_layer_used: "met3"
  ant_nets: 0
  wl_um: 784
  detail_route.iter0.violations: 25
  diodes: 0
  drc: 0
  routedLengthMet1_um: 301
  num_vias: 256
global_routing:
  grt_pass1_wl_mm: 1.32
  grt_util_all_layers_pct: 2.75
  grt-ovfl-total: 0
  antenna_found_initial: 0
  grt_pass1_vias: 253
  grt_max_degree: 9
power:
  worst_ir_drop_vdd_mv: 0.225
  power_density_nw_per_um2: 1640
  leakage_nw: 0.256
final_timing:
  worstMarginPinSlew_ns: 0.298
  fin_crit_sh_pct: 92.9
  setup_viol: 0
  hold_violations: 0
  max_freq_ghz: 0.633
  maxSlewHeadroom_pct: 80.1
  skew_ns: 0.00265
  setup_ws_ns: 0.121
  rsz0062_at_grt: "no"
  period_minus_slack_ns: 1.58
  finalSetupTns_ns: 0
  timing.final.max_slew_violations: 0
critical_path:
  required_ns: 1.84
  critPathLaunchType: "input pin"
  slowest_delay_ns: 0.49
  path_max_fanout: 2
  critical_path.slowest_cell: "clkdlybuf4s50_1"
  worstSetupPathType: "input pin to flop"
  cp.arrival_ns: 1.71
  end_kind: "flop"
  crit_chain: "clkdlybuf4s50_1 -> inv_1 -> fa_2 -> and2b_1 -> nand2_2 -> xnor2_2"
placed_design:
  place_congestion: 0.674
  detailed_place_hpwl_um: 643
  dpl_worst_slack_ns: -0.256
  dp_cells: 88
  portBuffers: 11
min_path:
  holdCritPathClass: "input pin to async pin"
## critical path, delay by kind of cell
family	cells	cell delay, ns
fa+ha+maj	1	0.38
xor+xnor	1	0.13
simple gates	2	0.31
buf+inv	2	0.56
## cell type report
cell class | count | area, um2 | share of cell area [%]
Clock buffer | 3 | 22.5 | 3.90
Inverter | 5 | 18.8 | 3.25
Multi-Input combinational cell | 17 | 158 | 27.3
Sequential cell | 8 | 200 | 34.7
Tap cell | 46 | 57.6 | 9.98
Timing Repair Buffer | 12 | 120 | 20.8
## stage by stage
stage               cell area [um2]  total power [mW]  hold WS, ns
detailed placement              537             0.798        0.473
global route                    577              1.05        0.369
finish                          577             0.947        0.337
floorplan                       362             0.532        0.156
CTS                             559             0.951        0.331
global placement                537             0.790        0.462
## worst paths after layout
kind / from / endpoint / slack [ns] / cells past startpoint
max in group asynchronous: rst / out[3] / 1.14 / 2
min reg2reg: out[7] / out[7] / 0.47 / 1
max: phase_cntrl[1] / out[4] / 0.12 / 6
min in group clk0: phase_cntrl[0] / out[0] / 0.36 / 2
min: rst / out[5] / 0.34 / 2
max reg2reg: out[0] / out[4] / 0.25 / 6
## synth_stat cells
library cell / count / area, um2
a21o_1: 1 / 7.51
and2b_1: 1 / 7.51
and3_1: 1 / 6.26
dfrtp_1: 8 / 200
fa_1: 1 / 20.0
ha_1: 2 / 25.0
inv_1: 5 / 18.8
nand2_1: 3 / 11.3
nand4_1: 2 / 12.5
xnor2_1: 6 / 52.6
## repair_timing
action                                 in CTS  in global routing
setup endpoints to repair                   0                  2
endpoints found under the hold margin       0                  0
resized                                     0                  5
## power breakdown
group | switching, mW | internal (mW)
Clock | 0.0607 | 0.0805
Combinational | 0.115 | 0.296
Sequential | 0.104 | 0.291
Total | 0.280 | 0.668
## logic make-up (layout without fill, tap and decap cells)
family / count (synthesis) / count (layout) / synth area share (%)
flops: 8 / 8 / 55.4
compound gates: 1 / 1 / 2.08
fa+ha+maj: 3 / 3 / 12.5
buf+inv: 5 / 20 / 5.19
xor+xnor: 6 / 6 / 14.5
simple gates: 7 / 7 / 10.4
## layer usage
layer,vias to the layer above,track usage [%]
met4,0,0.528
met1,122,3.32
li1,126,-
met3,0,2.16
met2,8,3.77
met5,-,0
Power and IR drop assume default switching activity.
